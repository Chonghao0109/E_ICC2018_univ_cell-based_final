### flow/config.mk
export PLATFORM = sky130hd
export DESIGN_NAME = TPA
export DESIGN_NICKNAME = TPA
export VERILOG_FILES = /design/flow/design.v
export SDC_FILE = /design/flow/constraint.sdc
export NUM_CORES = 4
export LEC_CHECK = 1
export CORE_UTILIZATION = 50
### flow/constraint.sdc
current_design TPA

set clk_period 638.9
set clk_io_pct 0.2

create_clock -name clk0 -period $clk_period [get_ports {clk}]

set non_clock_inputs [all_inputs -no_clocks]
set_input_delay [expr $clk_period * $clk_io_pct] -clock clk0 $non_clock_inputs
set_output_delay [expr $clk_period * $clk_io_pct] -clock clk0 [all_outputs]
### flow/design.v
module TPA(clk, reset_n, 
	   SCL, SDA, 
	   cfg_req, cfg_rdy, cfg_cmd, cfg_addr, cfg_wdata, cfg_rdata
);
	input 		clk; 
	input 		reset_n;
	input 		SCL;  
	inout			SDA;
	input									cfg_req;
	output reg						cfg_rdy;
	input									cfg_cmd;
	input				[7:0]			cfg_addr;
	input				[15:0]		cfg_wdata;
	output reg 	[15:0]  	cfg_rdata;
	reg	[15:0] Register_Spaces	[0:255];
	reg [7:0] TWP_addr;
	reg [15:0] TWP_wdata;
	reg TWP_wreq;
	reg [3:0] TWP_state;
	reg [3:0] TWP_state_counter;
	reg TWP_mode;
	parameter WAIT_START		=	0;
	parameter MODE_SELECT		=	1;
	parameter READ_ADDR			=	2;
	parameter WRITE_DATA		=	3;
	parameter ADDR_FINISH 	= 4;
	parameter S2M						= 5;
	parameter MASTER_SET		= 6;
	parameter MASTER_START	= 7;
	parameter READ_DATA	 		= 8;
	parameter MASTER_FINISH = 9;
	parameter M2S						= 10;
	wire 	SDAi;
	reg 	SDAo;
	assign SDA = (TWP_state>=MASTER_SET && TWP_state <= MASTER_FINISH) ? SDAo : 1'bz; 
	assign SDAi = SDA;
	always@(posedge clk or negedge reset_n)begin
		if(!reset_n)begin
			TWP_state <= WAIT_START;
			TWP_state_counter <= 0;
			TWP_wreq <= 0;
		end
		else begin
				case(TWP_state)
					WAIT_START:begin
						TWP_wreq <= 0;
						if(!SDA) TWP_state <= MODE_SELECT;
					end
					MODE_SELECT:begin
						TWP_state <= READ_ADDR;
						TWP_state_counter <= 0;
						TWP_mode <= SDAi;
					end
					READ_ADDR:begin
						TWP_addr[TWP_state_counter] <= SDA;
						if(TWP_state_counter == 7)begin
							TWP_state <=(TWP_mode) ? WRITE_DATA : ADDR_FINISH;
							TWP_state_counter <= 0;
							TWP_wdata <= 0;
						end
						else TWP_state_counter <= TWP_state_counter+1;
					end
					WRITE_DATA:begin
						TWP_wdata[TWP_state_counter] <= SDA;
						if(TWP_state_counter == 15)begin
							TWP_wreq <= 1;		
							TWP_state <= WAIT_START;
							TWP_state_counter <= 0;
						end
						else TWP_state_counter <= TWP_state_counter+1;
					end
					ADDR_FINISH:begin
						TWP_state <= S2M;
					end
					S2M:begin
						TWP_state <= MASTER_SET;
					end
					MASTER_SET:begin
						TWP_state <= MASTER_START;
					end
					MASTER_START:begin
						TWP_state <= READ_DATA ;
						TWP_state_counter <= 0;
					end
					READ_DATA:begin
						if(TWP_state_counter == 15)begin
							TWP_state <= MASTER_FINISH;
							TWP_state_counter <= 0;
						end
						else TWP_state_counter <= TWP_state_counter + 1;
					end
					MASTER_FINISH:begin
						TWP_state <= WAIT_START;
					end
				endcase
		end
	end
	always@(*)begin
		case(TWP_state)
			MASTER_SET:begin
				SDAo <= 1;
			end
			MASTER_START:begin
				SDAo <= 0;
			end
			READ_DATA:begin
				SDAo <= Register_Spaces[TWP_addr][TWP_state_counter];
			end
			MASTER_FINISH:begin
				SDAo <= 0;
			end
			default SDAo <= 1'bz;
		endcase
	end
	reg [2:0] arbiter_state;
	parameter ARBITER_WAIT_INIS 	=		0;
	parameter ARBITER_GET					=		1;
	parameter ARBITER_FINISH			=		2;
	reg [15:0] data_buffer;
	reg [7:0] addr_buffer;
	reg w_buffer;
	always@(posedge clk or negedge reset_n)begin : Arbiter
		if(!reset_n)begin
			arbiter_state <= ARBITER_WAIT_INIS;			
			cfg_rdy <= 0;
		end
		else begin
			case(arbiter_state)
				ARBITER_WAIT_INIS:begin
					if(cfg_req) begin
						arbiter_state <= ARBITER_GET;
						data_buffer <= cfg_wdata;
						addr_buffer <= cfg_addr;
						w_buffer <= cfg_cmd;
					end
					if(TWP_state == WRITE_DATA) Register_Spaces[TWP_addr][TWP_state_counter] <= SDAi; 
				end
				ARBITER_GET:begin
					cfg_rdy <= 1;
					if(TWP_state == WRITE_DATA)begin
						Register_Spaces[TWP_addr][TWP_state_counter] <= SDAi; 
					end
					else if(TWP_state == WAIT_START)begin
						arbiter_state <= ARBITER_FINISH;
						if(w_buffer) Register_Spaces[addr_buffer] <= data_buffer;
						else cfg_rdata <= Register_Spaces[addr_buffer];
					end
				end
				ARBITER_FINISH:begin
					if(!cfg_req)begin
						cfg_rdy <= 0;
						arbiter_state <= ARBITER_WAIT_INIS;
					end
					if(TWP_state == WRITE_DATA) Register_Spaces[TWP_addr][TWP_state_counter] <= SDAi; 
				end
			endcase
		end
	end
endmodule
### flow/run.sh
#!/bin/bash
# OpenROAD 26Q1-2900-gdf79404cd8, Yosys 0.63+post, stock flow scripts
make -C /OpenROAD-flow-scripts/flow DESIGN_CONFIG=/design/flow/config.mk WORK_HOME=/design/flow/orfs finish
==> results.py <==
# Physical implementation metrics
metrics = {
    "clocking": {
        "post_cts_buffers": 0,
        "cts_sinks": 4164,
        "cts-resized-gates": 0,
        "htreeDepth": 5,
        "clock_path_buffers": 4,
        "numCtsBuffers": 446,
        "cts_root_buffer": "clkbuf_16",
        "cts_hold_buf": 0,
    },
    "global_route": {
        "grt_pass1_wl_microns": 4740000,
        "grt_max_degree": 161,
        "grt_pass1_vias": 371000,
        "grt_usage": 1.55,
        "grt_overflow": 208000,
    },
    "placement": {
        "port-buffer-count": 44,
        "placedCellCount": 35500,
        "place.gp.congestion": 3.10,
        "post-dp-hpwl_microns": 2530000,
    },
    "logic_synthesis": {
        "flop_cell": "edfxtp_1",
        "ys.warnings.count": 4,
        "synth.avg_cell_area_sq_um": 9.19,
        "synth_seq_share": 0.477,
        "syn_area_sq_um": 262000,
        "ys_types": 102,
        "numSynthFlops": 4164,
        "synthArstFlopShare": 0.00432,
        "yosys_area_sq_um": 262000,
        "synth-edff-count": 4146,
        "syn_inst": 28500,
        "ys_cells": 28500,
    },
    "floorplan": {
        "die_h_microns": 726,
        "dieWidth_microns": 726,
        "rows": 265,
        "ios": 47,
        "fp-utilization": 0.503,
    },
    "outcome": {
        "status": "aborted with a tool error",
        "error_line": "[ERROR GRT-0116] Global routing finished with congestion. Check the congestion regions in the DRC Viewer.",
        "haltStage": "global routing (5_1_grt)",
    },
}
==> through the flow <==
step	setup slack (ns)	hold slack (ns)	instance area, sq um
after CTS	501.97	0.351	302000
after detailed placement	503.16	0.340	288000
after global placement	503.08	0.335	288000
after floorplan	507.32	0.331	262000
==> routing by layer <==
layer / GRT usage / overflow
met1: 1.72 / 74300
met2: 1.86 / 97200
met4: 1.18 / 12800
met5: 1.08 / 1991
met3: 1.20 / 21400
==> cell families after synthesis <==
group           synth area share
buf+inv                   0.0620
fa+ha+maj               0.000239
xor+xnor                0.000100
flops                      0.477
simple gates               0.126
mux                       0.0146
compound gates             0.320
==> Yosys cell counts (all sizes together), types with 16 or more instances <==
| master | count | area share |
|---|---|---|
| nand3 | 235 | 0.0045 |
| clkbuf | 2795 | 0.040 |
| nand2 | 3871 | 0.055 |
| nor3 | 245 | 0.0048 |
| inv | 25 | 0.00036 |
| mux2 | 110 | 0.0047 |
| a222oi | 91 | 0.0035 |
| and3b | 21 | 0.00070 |
| nand3b | 21 | 0.00060 |
| nor4 | 145 | 0.0035 |
| o2111ai | 23 | 0.00084 |
| a221oi | 698 | 0.023 |
| nor3b | 29 | 0.00093 |
| a21oi | 443 | 0.0085 |
| a32o | 45 | 0.0017 |
| nand4 | 1466 | 0.035 |
| nand2b | 17 | 0.00041 |
| buf | 1020 | 0.022 |
| a221o | 16 | 0.00061 |
| a211oi | 22 | 0.00063 |
| nor2b | 42 | 0.0010 |
| o22a | 19 | 0.00064 |
| nand4b | 18 | 0.00065 |
| a22oi | 1805 | 0.052 |
| o21ai | 4223 | 0.081 |
| a31oi | 4150 | 0.099 |
| mux2i | 230 | 0.0088 |
| a32oi | 139 | 0.0046 |
| a2111oi | 36 | 0.0012 |
| o31ai | 19 | 0.00054 |
| and2 | 52 | 0.0012 |
| a22o | 874 | 0.029 |
| nor2 | 720 | 0.010 |
| dfrtp | 16 | 0.0015 |
| or3 | 19 | 0.00045 |
| o32ai | 91 | 0.0031 |
| or4 | 53 | 0.0015 |
| o22ai | 190 | 0.0045 |
| and4 | 19 | 0.00064 |
| and3 | 42 | 0.0010 |
| edfxtp | 4146 | 0.48 |
| o211ai | 30 | 0.00086 |
